**./run.sh**
```bash
#!/bin/bash
# OpenROAD 26Q1-2900-gdf79404cd8, Yosys 0.63+post, stock flow scripts
make -C /OpenROAD-flow-scripts/flow DESIGN_CONFIG=/design/flow/config.mk WORK_HOME=/design/flow/orfs finish
```
**./config.mk**
```make
export PLATFORM = sky130hd
export DESIGN_NAME = debouncer
export DESIGN_NICKNAME = debouncer
export VERILOG_FILES = /design/flow/design.v
export SDC_FILE = /design/flow/constraint.sdc
export NUM_CORES = 4
export LEC_CHECK = 1
export CORE_AREA = 10 10 106 106
export DIE_AREA = 0 0 116 116
```
**./constraint.sdc**
```tcl
current_design debouncer

set clk_period 3.6
set clk_io_pct 0.2

create_clock -name clk0 -period $clk_period [get_ports {clk}]

set non_clock_inputs [all_inputs -no_clocks]
set_input_delay [expr $clk_period * $clk_io_pct] -clock clk0 $non_clock_inputs
set_output_delay [expr $clk_period * $clk_io_pct] -clock clk0 [all_outputs]
```
**./design.v**
```verilog
`timescale 1ns / 1ps
module debouncer(input clk, input rst, input btn_in, output btn_out);
    parameter N = 21;
    reg [N-1 : 0] delaycount_reg;                     
    reg [N-1 : 0] delaycount_next;
	 reg DB_out = 0;
	 assign btn_out = ~DB_out;
    reg DFF1, DFF2;                                 
    wire q_add;                                     
    wire q_reset;
    always @(posedge clk)
    begin
        if(rst ==  1'b0)  
        begin
            DFF1 <= 1'b0;
            DFF2 <= 1'b0;
            delaycount_reg <= { N {1'b0} };
        end
        else
        begin
            DFF1 <= btn_in;
            DFF2 <= DFF1;
            delaycount_reg <= delaycount_next;
        end
    end
    assign q_reset = (DFF1  ^ DFF2);
    assign  q_add = ~(delaycount_reg[N-1]);
    always @(q_reset, q_add, delaycount_reg)
    begin
        case( {q_reset , q_add})
            2'b00:
                    delaycount_next <= delaycount_reg;
            2'b01:
                    delaycount_next <= delaycount_reg + 1;
            default:
                    delaycount_next <= { N {1'b0} };
        endcase    
    end
    always @(posedge clk)
    begin
        if(delaycount_reg[N-1] == 1'b1)
            DB_out <= DFF2;
        else
            DB_out <= DB_out;
    end
endmodule
```
==> run summary <==
run results: # hold bufs at CTS=0, worst-path maximum fanout=8, global-route wire length before repair=3160 µm, H-Tree Depth=1, Cell Pwr Density=412 nW/µm², Yosys warning count=1, worst hold slack=0.460 ns, setup TNS=0 ns, Fin. Hold Viols=0, Post-CTS Resized=0, Non-Filler Instances=227, initial antenna violation count=0, drt pass-1 iters=4, Via Count=776, P_leak=0.000409 µW, Final Wtd Congestion=0.777, Core Box Area=8850 µm², Syn Area/Cell=9.16 µm², Antenna diodes=0, routed vias/inst=3.42, die width=116 µm, FP Core Util=0.121, die height=116 µm, clock sink count=24, I/O pins=4, routed length per placed instance=7.76 µm, Total GRT Usage=0.0274, Top cell area share=0.429, CP Data Required Time=3.80 ns, Hold/Removal Path Class=flip-flop to flip-flop, ratio of cells with drive above 1 in the final layout=0.0672, Syn Inst Count=117, Comb area=524 µm², Port Buffer Count=3, FF+latch area=490 µm², Max-slew headroom=0.748, critical path class=flip-flop to flip-flop, largest net degree at the start of global routing=21, fin util=0.144, worst skew pair latency=0.27 ns, number of enable flip-flop cells=1, Final Setup Violations=0, CP Launch Type=flip-flop, gr ovfl total=0, max-cap viol count=0, antenna viol nets, final=0, area grow syn2layout=18.8%, Slew @ Worst Pin=0.378 ns, Synth Seq Share=0.457, VDD IR-drop max=0.000341 V, number of flip-flops under the largest register name=21, Synth flops=24, Die Size=13,500 µm², Cell variety after synth=30, FILL cells=988, Root Driver=clkbuf_8, DRC violations left=0, Core Rows=34, WL final=1760 µm, postcts setup bufs=0, starting DRC count in detailed routing=46, CTS tree=yes, Setup Skew=0.00485 ns, status=completed, Commonest flop=dfxtp_1, Worst EP arrival=2.14 ns, Yosys Instances=117, Final min period=1.94 ns, Inst Count DP=223, Cell Area, Synth=1070 µm², final period utilization=0.540, Async SR Flop Fraction=0, synthesized chip area reported by yosys=1070 µm², Slew Viols, Final=0, OpenROAD warning count=25, CTS buffer count=3, CP Capture Type=flip-flop, RSZ-0062 raised after global routing=false, clk slew on worst S/H paths=0.09 ns, Cell area leaders=dfxtp_1 43%, xnor2_1 5.7%, nor2_1 4.2%, cell type with the largest total area=dfxtp_1, maximum clock path buffer count=2, max frequency=515 MHz, via count of the first global-routing pass=731, HPWL after detailed placement=1210 µm
-- cell families after synthesis --
| logic type | count (synthesis) | synth area share |
|---|---|---|
| AND-OR/OR-AND | 17 | 0.0817 |
| XOR/XNOR | 12 | 0.0980 |
| adder cells (fa/ha/maj) | 1 | 0.0117 |
| buffers and inverters | 11 | 0.0537 |
| flip-flops | 24 | 0.457 |
| multiplexers | 1 | 0.00934 |
| AND/OR/NAND/NOR | 51 | 0.288 |
-- through the flow --
stage | setup WS [ns] | cell area [µm²] | power, µW
2_1_floorplan | 1.79 | 1070 | 293
3_3_place_gp | 1.67 | 1200 | 296
3_5_place_dp | 1.65 | 1200 | 297
4_1_cts | 1.66 | 1270 | 532
5_1_grt | 1.53 | 1270 | 547
6_report | 1.66 | 1270 | 524
-- cell usage after synthesis, drive strengths merged, types with 2 or more instances --
library cell,n
nor4,2
or3,7
o21ai,8
nor2,12
and4,2
nand4b,2
xnor2,7
a21oi,8
nor3,3
nand4,4
clkbuf,2
xor2,5
nor2b,2
inv,6
buf,3
nand3,7
dfxtp,23
nand2,3
and2,2
or4,2
-- final cells by class --
type,count,area share
repair buffers,3,0.0236
clock buffers,3,0.0324
multi-input cells,82,0.412
well taps,108,0.106
inverters,6,0.0177
flip-flops and latches,24,0.385
clock inverters,1,0.0236
-- layout by cell type (no fill, tap or decap), drive strengths merged --
cell type,Yosys,routed
nand3b,1,1
nand2,3,3
dfxtp,23,23
or2b,1,1
and2,2,2
and4,2,2
o21a,1,1
nand3,7,7
xnor2,7,7
bufinv,0,1
and4b,1,1
clkbuf,2,3
edfxtp,1,1
mux2i,1,1
nand4b,2,2
clkdlybuf4s50,0,3
inv,6,6
or3,7,7
o21ai,8,8
a21oi,8,8
nor2b,2,2
nor2,12,12
nor3,3,3
nand4,4,4
nor4,2,2
xor2,5,5
ha,1,1
or4,2,2
-- critical path, cell delays in order, from the launching register on --
cell      delay (ns)
dfxtp_1         0.41
ha_1            0.20
nand4b_1        0.13
or4_1           0.65
or3_1           0.35
a21oi_1         0.14
-- routing by layer --
metal  GRT usage  vias up  share of wire
met3     0.00942        2          0.040
met1      0.0374      354           0.52
met2      0.0421        7           0.42
met4     0.00417        0          0.014
met5           0        -              0
li1            -      413              -
-- path summary, 6_finish.rpt --
path | startpoint | endpoint | slack (ns) | cells past startpoint
worst max-delay path | delaycount_reg[0] | delaycount_reg[18] | 1.66 | 5
worst min-delay path | DFF2 | DB_out | 0.46 | 0
worst max register to register | delaycount_reg[0] | delaycount_reg[18] | 1.66 | 5
worst min register to register | DFF2 | DB_out | 0.46 | 0
-- power breakdown --
group          switching (µW)  internal [µW]
combinational            9.49           6.76
clock                    85.8            149
sequential               3.56            270
total                    98.8            426
Power figures rest on the tool's default switching activity, not on a simulated workload.

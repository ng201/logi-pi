==> ./run.sh <==
#!/bin/bash
# OpenROAD 26Q1-2900-gdf79404cd8, Yosys 0.63+post, stock flow scripts
make -C /OpenROAD-flow-scripts/flow DESIGN_CONFIG=/design/flow/config.mk WORK_HOME=/design/flow/orfs finish
==> ./config.mk <==
export PLATFORM = sky130hd
export DESIGN_NAME = main
export DESIGN_NICKNAME = main
export VERILOG_FILES = /design/flow/design.v
export SDC_FILE = /design/flow/constraint.sdc
export NUM_CORES = 4
export LEC_CHECK = 1
export CORE_AREA = 10 10 90 90
export DIE_AREA = 0 0 100 100
==> ./constraint.sdc <==
current_design main

set clk_period 4.2
set clk_io_pct 0.2

create_clock -name clk0 -period $clk_period [get_ports {OSC_FPGA}]

set non_clock_inputs [all_inputs -no_clocks]
set_input_delay [expr $clk_period * $clk_io_pct] -clock clk0 $non_clock_inputs
set_output_delay [expr $clk_period * $clk_io_pct] -clock clk0 [all_outputs]
==> ./design.v <==
`timescale 1ns / 1ps
module blinker(
    input clk,
	 input rst,
	 input sclk,	 
    output ld1,
    output ld2
);
reg [1:0] counter;
always @(posedge clk)
    if(rst)
	     counter <= 0;
	 else 
	     if(sclk)
		      counter <= counter + 1;
assign ld1 = counter[1];
assign ld2 = counter[0];
endmodule
`timescale 1ns / 1ps
module clock(input clk, input rst, output tc); 
reg [25:0] clk_div;
always @(posedge clk)
    if(rst)
	     clk_div <= 0;
    else
	     if(tc)
		      clk_div <= 0;
		  else
	         clk_div <= clk_div + 1; 
assign tc = (clk_div == 49999999); 
endmodule
`timescale 1ns / 1ps
module main(input OSC_FPGA, input [1:0] PB, output [1:0] LED);
	 wire RST = ~PB[1];
    wire sec_clk;
	 clock sclk(.clk(OSC_FPGA), .rst(RST), .tc(sec_clk));
    blinker bl(.clk(OSC_FPGA), .rst(RST), .sclk(sec_clk), .ld1(LED[0]), .ld2(LED[1]));
endmodule
==> results.sh <==
# source this file to load flow results
export IMPL_coreArea_um2=6277
export IMPL_synth_cell_types=31
export IMPL_period_needed_ps=2382
export IMPL_hold_buffers=0
export IMPL_io_pins=5
export IMPL_comb_area_um2=671.9
export IMPL_globalRouteOverflowTotal=0
export IMPL_mostFrequentLayoutCell="dfxtp_1"
export IMPL_worst_slew_pin_slew_ps=556.5
export IMPL_place_congestion=0.8093
export IMPL_postRouteAntennaNets=0
export IMPL_cts_sinks=28
export IMPL_outcome="complete, no violations"
export IMPL_power_leakage_nw=0.4147
export IMPL_r2r_end="sclk.clk_div[19]"
export IMPL_hold_start="sclk.clk_div[0]"
export IMPL_drc=0
export IMPL_final_cell_mix="dfxtp_1 (28), nor2_1 (15), a21oi_1 (12)"
export IMPL_fin_tns_setup_ps=0
export IMPL_drt_wl_total_um=2315
export IMPL_post_cts_repair_setup_buffers=0
export IMPL_yosys_area_top_type="dfxtp_1"
export IMPL_setup_viol=0
export IMPL_cts_buffer_depth=2
export IMPL_rsz0062_at_grt="no"
export IMPL_diodes=0
export IMPL_nFillCells=690
export IMPL_synth_area_per_cell_um2=8.576
export IMPL_first_pass_iters=6
export IMPL_warnings=26
export IMPL_cts_root_buf="clkbuf_8"
export IMPL_cts_tree="done"
export IMPL_maxSlewHeadroom=0.6289
export IMPL_period_used=0.5671
export IMPL_finalPower_w=0.0004440
export IMPL_synth_area_um2=1295
export IMPL_hold_viol_final=0
export IMPL_ys_seq_share=0.4329
export IMPL_die_h_um=100
export IMPL_drive_above_1_share=0.05263
export IMPL_slowest_delay_ps=670
export IMPL_internal_power_w=0.0003557
export IMPL_ys_area_um2=1295
export IMPL_startpoint_type="flop"
export IMPL_ctsHtreeMaxLevel=1
export IMPL_avgRoutedWirePerCell_um=10.11
export IMPL_utilization=0.2300
export IMPL_top_cell_area_share=0.4329
export IMPL_pwr_share_comb=0.025
export IMPL_dieArea_um2=10000
export IMPL_worstReg2RegStart="sclk.clk_div[0]"
export IMPL_row_count=29
export IMPL_worstHoldPathCells=1
export IMPL_antenna_found_initial=0
export IMPL_netlist_instances=151
export IMPL_regToRegSetupSlack_ps=1820
export IMPL_grt_pass1_wl_um=4140
export IMPL_slew_violations=0
export IMPL_path_clk_slew_ps=90
export IMPL_ys_ff=28
export IMPL_hpwl_um=1613
export IMPL_min_path_type="flop to flop"
export IMPL_critPathKind="flop to flop"
export IMPL_portBuffers=3
export IMPL_cp_max_fo=13
export IMPL_cts_resized=0
export IMPL_finalClockSkew_ps=4.733
export IMPL_p_clk_frac=0.368
export IMPL_crit_chain="ha_1 -> nand2_1 -> or4_1 -> o21ai_2 -> buf_4 -> a21oi_1"
export IMPL_endpoint_kind="flop"
export IMPL_yosysWarnings=2
export IMPL_synth_stat_cells=151
export IMPL_regArea_um2=560.5
export IMPL_fp_dieW_um=100
export IMPL_hold_end="sclk.clk_div[0]"
export IMPL_switching_share=0.1987
export IMPL_clock_latency_ps=270
export IMPL_arrival_ps=2540
export IMPL_power_density_nw_per_um2=307.5
export IMPL_vdd_drop_max_mv=0.1491
export IMPL_power_frac_seq=0.607
export IMPL_slowest_stage="or4_1"
export IMPL_vias=1010
export IMPL_grt_max_degree=16
export IMPL_cts_made_buffers=3
export IMPL_viasPerCell=4.410
export IMPL_maxCapViolCount=0
export IMPL_fmax_mhz=419.8
export IMPL_required_ps=4360
export IMPL_fp_util=0.2063
export IMPL_synth_area_top_cells="dfxtp_1 (43%), xnor2_1 (5.4%), or4_1 (5.2%)"
export IMPL_grtUsageTotal=0.04636
export IMPL_rr_worst_depth=6
export IMPL_switchingPower_w=0.00008823
export IMPL_area_delta_synth_final_pct=11.50
export IMPL_drt_iter0_markers=54
export IMPL_grt_pass1_vias=915
-- flip-flops by register name, summed over array words and instances (netlist names) --
register,cells
bl.counter,2
sclk.clk_div,26
-- through the flow --
stage | area [µm²] | setup slack [ps] | std cells | hold slack [ps]
finish | 1444 | 1818 | 229 | 456.9
detailed placement | 1389 | 1809 | 225 | 440.3
floorplan | 1295 | 2312 | 151 | 417.5
global placement | 1389 | 1818 | 225 | 429.5
CTS | 1444 | 1792 | 229 | 460.4
global route | 1444 | 1652 | 229 | 470.3
-- cells by family after synthesis --
group,after synthesis,synth area share
buffers and inverters,13,0.04831
XOR/XNOR,12,0.08116
flip-flops,28,0.4329
adder cells (fa/ha/maj),1,0.009660
AND/OR/NAND/NOR,68,0.2957
AND-OR/OR-AND,29,0.1324
-- worst max-delay path: cells and delay by family (launching register included) --
kind	cells	cell delay, ps
simple gates	2	810
compound gates	2	580
flops	1	360
buf+inv	1	290
fa+ha+maj	1	210
-- worst max path at each step --
stage	start	endpoint	slack, ps	cells after the start
6_report	sclk.clk_div[0]	sclk.clk_div[19]	1820	6
5_1_grt	sclk.clk_div[0]	sclk.clk_div[22]	1650	6
4_1_cts	sclk.clk_div[0]	sclk.clk_div[19]	1790	6
-- per-layer routing --
layer | wire length, µm | share of wire | GRT usage | up-vias
met3 | 51 | 0.022 | 0.006246 | 0
met2 | 952 | 0.41 | 0.06869 | 14
met5 | 0 | 0 | 0 | -
met1 | 1310 | 0.57 | 0.07231 | 452
met4 | 0 | 0 | 0.004348 | 0
li1 | - | - | - | 544
-- area by class of cell --
type	count	area share
inverter	6	0.01560
clock buffer	4	0.03813
sequential	28	0.3882
multi-input combinational	110	0.4653
timing repair buffer	4	0.02600
tap	77	0.06672
-- power by group through the flow --
stage     sequential, W  combinational (W)  clock (W)
4_1_cts        0.000270          0.0000114   0.000170
6_report       0.000270          0.0000109   0.000164
5_1_grt        0.000270          0.0000125   0.000181
-- synth_stat cells --
library cell,number
a21boi_0,1
a21oi_1,12
and2_1,1
and3_1,1
buf_2,2
buf_4,3
clkbuf_1,2
dfxtp_1,28
ha_1,1
inv_1,6
nand2_1,11
nand2b_1,1
nand3_1,7
nand4_1,3
nand4_4,1
nand4b_1,1
nor2_1,15
nor2b_1,2
nor3_1,4
nor4_1,1
nor4b_1,1
o21ai_0,8
o21ai_2,1
o311ai_0,1
o31ai_1,5
o41ai_1,1
or3_1,9
or4_1,9
or4_4,1
xnor2_1,8
xor2_1,4
No activity file was given, so power comes from the tool's default toggle rates.
